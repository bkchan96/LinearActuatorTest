==> ./design.v <==
module blipgen(input in, input clk, input reset, output out);
    reg in_reg;
    always @(posedge clk, posedge reset)
        if (reset)
            in_reg <= 0;
        else
            in_reg <= in;
    assign out = in & ~in_reg;
endmodule
`timescale 1ns / 1ps
module pwm(clk, reset, duty, out);
    input clk, reset;
    input [16:0] duty;
    output out;
    reg [16:0] counter;
    always @ (posedge clk, posedge reset) begin
        if (reset) begin
            counter = 0;
        end
        else
            if (counter == 100000) begin
                counter = 0;
            end
            else
                counter = counter + 1;            
    end
    assign out = counter > duty ? 0 : 1;
endmodule
`timescale 1ns / 1ps
module top(clk, reset, inc, dec, pwm);
    input clk, reset, inc, dec;
    output pwm;
    wire incwire, decwire;
    wire [15:0] duty;
    blipgen inc_blipgen(.in(inc), .clk(clk), .reset(reset), .out(incwire));
    blipgen dec_blipgen(.in(dec), .clk(clk), .reset(reset), .out(decwire));
    two_digit_counter u_two_digit_counter(.clk(clk), .reset(reset), .inc(incwire), .dec(decwire), .count(duty));
    pwm u_pwm(.clk(clk), .reset(reset), .duty(duty), .out(pwm));
endmodule
`timescale 1ns / 1ps
module two_digit_counter(clk, reset, inc, dec, count);
    input clk, reset, inc, dec;
    output reg [16:0] count;
    always @(posedge clk, posedge reset) begin
        if (reset) begin
            count = 0;
        end
        else begin
            if (inc && count < 100000)
                count = count + 2000;
            else if (dec && count > 0)
                count = count - 2000;
            else
                count = count;
        end
    end
endmodule
==> ./run.sh <==
#!/bin/bash
# OpenROAD 26Q1-2900-gdf79404cd8, Yosys 0.63+post, stock flow scripts
make -C /OpenROAD-flow-scripts/flow DESIGN_CONFIG=/design/flow/config.mk WORK_HOME=/design/flow/orfs finish
==> ./config.mk <==
export PLATFORM = sky130hd
export DESIGN_NAME = top
export DESIGN_NICKNAME = top
export VERILOG_FILES = /design/flow/design.v
export SDC_FILE = /design/flow/constraint.sdc
export NUM_CORES = 4
export LEC_CHECK = 1
export CORE_UTILIZATION = 40
==> ./constraint.sdc <==
current_design top

set clk_period 4.3
set clk_io_pct 0.2

create_clock -name clk0 -period $clk_period [get_ports {clk}]

set non_clock_inputs [all_inputs -no_clocks]
set_input_delay [expr $clk_period * $clk_io_pct] -clock clk0 $non_clock_inputs
set_output_delay [expr $clk_period * $clk_io_pct] -clock clk0 [all_outputs]
==> flow_summary.toml <==
# generated from flow reports
[outcome]
outcome = "finished clean"

[layout]
area_delta_synth_final_pct = 9.192
fill_cells = 518
post-route-util = 0.4653
multiInputGateArea_sq_mm = 0.001348
seq_area_sq_um = 800.8
largest_register_ffs = 17
drive_gt1_frac = 0.07143

[global_route]
use_met1 = 0.2719
track_usage = 0.1684
grt_pass1_vias = 1672
grt_max_degree = 33
grt_use_met2 = 0.2509
grt_pass1_wl_um = 7797
use_met3 = 0.02781
antenna_found_initial = 0
grt.busiest_layer = "met1"
grt_overflow_total = 0

[job]
cap_violations = 0
tool_warnings = 26

[logic_synthesis]
synth_cells = 242
synth_area_sq_mm = 0.002246
ys_async_sr_fraction = 1.000
yosys_warnings = 5
synth.most_common_cell = "dfrtp_1"
ys.flops = 32
topCellsByArea = "dfrtp_1, ha_1, xnor2_1"
synth-edff-count = 0
avgSynthCellArea_sq_um = 9.281
yosysSeqAreaShare = 0.3565
ys_top_cells_by_count = "dfrtp_1, nor2_1, ha_1, nand2_1"
ys_cells = 242
synth_cell_types = 44
top_area_frac = 0.3565
ys_chip_area_sq_mm = 0.002246
flop_cell = "dfrtp_1"
largest_area_cell = "dfrtp_1"

[setup_path]
crit_chain = "inv_1 -> ha_1 -> a21o_1 -> a21o_1 -> a221oi_1 -> o22ai_1 -> o41ai_1 -> clkdlybuf4s50_1"
cp_slowest_cell = "clkdlybuf4s50_1"
cp_max_fo = 4
regToRegStartpoint = "u_two_digit_counter.count[13]"
reg2reg_depth = 12
cpMostUsedCell = "a21o_1"
rrSetupSlack_ns = 1.17
r2r_end = "u_two_digit_counter.count[16]"
crit_type = "flip-flop to output port"
critical_path.max_stage_delay_ns = 0.55
crit_arrival_ns = 2.72
start_kind = "flip-flop"
endpoint_kind = "output port"
cp.required_ns = 3.44

[placement]
gp_congestion = 0.8239
port-buffer-count = 4
dp_hpwl_um = 3254

[sta]
setup_violations = 0
worst_pin_slew_ns = 0.5925
relSlewSlack = 0.6020
hold_violations = 0
period_minus_slack_ns = 3.577
final.setup.tns_ns = 0
max_freq_mhz = 279.6
rsz0062_at_grt = "no"
finalCritPeriodShare = 0.8318
hold_slack_ns = 0.4973
clock_skew_ns = 0.004340
slew_violations = 0

[detailed_routing]
dr_total_vias = 1632
wirelength_um = 4333
viasPerCell = 5.068
drc_errors = 0
drt_first_pass_iters = 4
wl_per_cell_um = 13.46
postRouteAntennaNets = 0
antenna_cells = 0
drt_iter0_markers = 86

[power]
p_switching_uw = 616.9
p_leak_uw = 0.001139
p_clk_frac = 0.166
pwr-share-seq = 0.309
comb_power_share = 0.525
swShare = 0.4295
p_int_uw = 819.5
power_density_mw_per_mm2 = 585.7
ir_worst_vdd_mv = 0.2238

[cts]
cts_sinks = 32
cts_hold_buf = 0
clk_path_buf_depth = 2
cts_buffers = 5
ctsResizeCount = 0
cts_tree = "built"
post_cts_buffers = 0
clk-insertion-delay-late_ns = 0.28
cts_max_level = 2
cts-root-buf = "clkbuf_8"
path_clk_slew_ns = 0.07

[hold_path]
hp-start = "u_two_digit_counter.count[16]"
min_path_cells = 1
hp-class = "flip-flop to flip-flop"
min_to = "u_two_digit_counter.count[16]"

[floorplanning]
chip_area_sq_mm = 0.005918
fp-utilization = 0.4262
die_y_um = 76.93
fp.dieW_um = 76.93
io_pins = 5
num_rows = 26
core_area_sq_mm = 0.005270
==> layer usage <==
metal | up-vias | part of all wire | wire length (um)
li1 | 864 | - | -
met2 | 13 | 0.43 | 1869
met5 | - | 0 | 0
met3 | 4 | 0.023 | 98
met1 | 751 | 0.54 | 2338
met4 | 0 | 0.0060 | 26
==> per-stage QoR <==
step	total power (uW)	instances	worst slack (ns)	instance area, sq um
after floorplan	1053	242	1.249	2246
after global placement	1204	314	0.8635	2362
after detailed placement	1203	314	0.8204	2362
after CTS	1450	322	0.6945	2452
after global routing	1575	322	0.5094	2452
final	1436	322	0.7233	2452
==> kinds of logic after synthesis <==
family,after synthesis,synth area share
AND-OR/OR-AND,45,0.1359
XOR/XNOR,25,0.09749
adder cells (fa/ha/maj),26,0.1482
buffers and inverters,23,0.04346
flip-flops,32,0.3565
multiplexers,3,0.01337
AND/OR/NAND/NOR,88,0.2050
==> power groups by stage <==
stage	Clock, uW	Sequential [uW]	Combinational, uW
6_report	238	444	754
5_1_grt	262	457	857
4_1_cts	247	446	757
==> cell type report <==
type | count | area share
clock buffers | 8 | 0.03673
inverters | 19 | 0.02908
multi-input cells | 187 | 0.5495
flip-flops and latches | 32 | 0.3265
well taps | 70 | 0.03571
repair buffers | 6 | 0.02245
==> critical path, delay by kind of cell, from the launching register on <==
kind / cells / cell delay [ns]
AOI/OAI and AO/OA: 5 / 1.07
adders and majority gates: 1 / 0.32
DFF: 1 / 0.40
buffers and inverters: 2 / 0.66
==> worst max-delay path by stage <==
stage / startpoint / end / slack (ns) / depth (start not counted)
after CTS: u_two_digit_counter.count[10] / pwm / 0.69 / 8
after global routing: u_two_digit_counter.count[10] / pwm / 0.51 / 8
final: u_two_digit_counter.count[10] / pwm / 0.72 / 8
==> layout by cell type (no fill, tap or decap), types with 2 or more instances in the layout <==
master           instances
dfrtp_1                 32
nor2_1                  27
ha_1                    25
nand2_1                 18
inv_1                   17
xnor2_1                 17
a21oi_1                 14
nand3_1                 13
xor2_1                   8
o21ai_1                  7
o21ai_0                  7
nand4_1                  6
nor2b_1                  6
clkbuf_8                 6
a21o_1                   4
clkdlybuf4s50_1          4
nor3_1                   3
mux2i_1                  3
inv_2                    2
nor4_1                   2
a221oi_1                 2
and3_1                   2
nand2b_1                 2
a21oi_2                  2
clkbuf_1                 2
buf_4                    2
Power is estimated from default activity; no workload was simulated.
